==> flow/design.v <==
module video_clkgen (
    input  			clk,        
    input  			rst_n,      
    output 			pclk,       
    output 			pclk_ena    
);
    reg 			pclk_r;       
    reg 			pclk_ena_r;   
    always @(posedge clk or negedge rst_n)
        if (!rst_n)
            pclk_r <= 1'b0;   
        else
            pclk_r <= ~pclk_r;   
    always @(posedge clk or negedge rst_n)
        if (!rst_n)
            pclk_ena_r <= 1'b0;   
        else
            pclk_ena_r <= ~pclk_ena_r;   
    assign pclk   	= pclk_r;       
    assign pclk_ena = pclk_ena_r;   
endmodule
module video_pixel_gen (
    input 			clk,            
    input			rst_n,          
    input 			ctrl_ven,       
    input        	ctrl_hsync_pol,  
    input        	ctrl_vsync_pol,  
    input 			ctrl_blank_pol,  
    input 			ctrl_daten_pol,  
    input 	[ 7:0] 	Thsync,    
    input 	[ 7:0] 	Thgdel,    
    input 	[15:0] 	Thgate,    
    input 	[15:0] 	Thlen,     
    input 	[ 7:0] 	Tvsync,    
    input 	[ 7:0] 	Tvgdel,    
    input 	[15:0] 	Tvgate,    
    input	[15:0] 	Tvlen,     
    output 			eoh,        
    output 			eov,        
    output			load_ready,
    input	[23:0]	load_data,
    input			load_valid,
    output 			pclk,       
    output reg 		hsync,      
    output reg 		vsync,      
    output reg		blank,      
    output reg		daten,      
    output [23:0] 	pdata       
);
    wire			gate;
    wire			pclk_ena;
    wire 			ihsync;
    wire			ivsync;
    wire			iblank;
    wire			idaten;
    assign load_ready = gate;
    video_clkgen INST_CLK_GEN (
        .clk	 	(clk),
        .rst_n 	 	(rst_n),
        .pclk	 	(pclk),
        .pclk_ena 	(pclk_ena)
    );
    video_timgen INST_TIMGEN (
        .clk	 	(clk),
        .clk_ena 	(pclk_ena),
        .rst_n 	 	(rst_n),
        .Thsync  	(Thsync),
        .Thgdel  	(Thgdel),
        .Thgate  	(Thgate),
        .Thlen   	(Thlen),
        .Tvsync  	(Tvsync),
        .Tvgdel  	(Tvgdel),
        .Tvgate  	(Tvgate),
        .Tvlen   	(Tvlen),
        .eol     	(eoh),
        .eof     	(eov),
        .gate    	(gate),
        .hsync   	(ihsync),
        .vsync   	(ivsync),
        .blank   	(iblank)
    );
    always @(posedge clk)
        if (pclk_ena)
        begin
            hsync <= ihsync ^ ctrl_hsync_pol;
            vsync <= ivsync ^ ctrl_vsync_pol;
            blank <= iblank ^ ctrl_blank_pol;
            daten <= idaten ^ ctrl_daten_pol;
        end
endmodule
module video_tim (
    input 				clk,    
    input 				rst_n,  
    input 				ena,    
    input	[7:0] 		Tsync,  
    input 	[7:0] 		Tgdel,  
    input 	[15:0] 		Tgate,  
    input 	[15:0] 		Tlen,   
    output 	reg 		sync,   
    output 	reg			gate,   
    output 	reg			done    
);
    reg  	[15:0] 		cnt, cnt_len;
    wire 	[16:0] 		cnt_nxt, cnt_len_nxt;
    wire        		cnt_done, cnt_len_done;
    reg 	[4:0] 		state;
    localparam 			IDLE_S = 5'b00001;
    localparam 			SYNC_S = 5'b00010;
    localparam 			GDEL_S = 5'b00100;
    localparam 			GATE_S = 5'b01000;
    localparam 			LEN_S  = 5'b10000;
    assign cnt_nxt 		= {1'b0, cnt} - 1'b1;
    assign cnt_done 	= cnt_nxt[16];
    assign cnt_len_nxt 	= {1'b0, cnt_len} - 1'b1;
    assign cnt_len_done = cnt_len_nxt[16];
    always @(posedge clk or negedge rst_n)
    begin
        if (!rst_n)
        begin
            state   <= IDLE_S;
            cnt     <= 16'h0;
            cnt_len <= 16'b0;
            sync    <= 1'b0;
            gate    <= 1'b0;
            done    <= 1'b0;
        end
        else if (ena)
        begin
            cnt     <= cnt_nxt[15:0];
            cnt_len <= cnt_len_nxt[15:0];
            done    <= 1'b0;
            case (state)
                IDLE_S:
                begin
                    state   <= SYNC_S;
                    cnt     <= Tsync;
                    cnt_len <= Tlen;
                    sync    <= 1'b1;
                end
                SYNC_S:
                begin
                    if (cnt_done)
                    begin
                        state <= GDEL_S;
                        cnt   <= Tgdel;
                        sync  <= 1'b0;
                    end
                end
                GDEL_S:
                begin
                    if (cnt_done)
                    begin
                        state <= GATE_S;
                        cnt   <= Tgate;
                        gate  <= 1'b1;
                    end
                end
                GATE_S:
                begin
                    if (cnt_done)
                    begin
                        state <= LEN_S;
                        gate  <= 1'b0;
                    end
                end
                LEN_S:
                begin
                    if (cnt_len_done)
                    begin
                        state   <= SYNC_S;
                        cnt     <= Tsync;
                        cnt_len <= Tlen;
                        sync    <= 1'b1;
                        done    <= 1'b1;
                    end
                end
            endcase
        end
    end
endmodule
module video_timgen(
    input 			clk,       
    input 			clk_ena,   
    input 			rst_n,     
    input 	[7:0] 	Thsync,    
    input 	[7:0]	Thgdel,    
    input 	[15:0] 	Thgate,    
    input 	[15:0] 	Thlen,     
    input 	[7:0] 	Tvsync,    
    input 	[7:0] 	Tvgdel,    
    input 	[15:0] 	Tvgate,    
    input 	[15:0] 	Tvlen,     
    output 			eol,       
    output 			eof,       
    output 			gate,      
    output 			hsync,     
    output 			vsync,     
    output 			blank      
);
    wire hgate, vgate;
    wire hdone;
    video_tim INST_HOR_GEN(
        .clk	(clk),
        .ena	(clk_ena),
        .rst_n	(rst_n),
        .Tsync	(Thsync),
        .Tgdel	(Thgdel),
        .Tgate	(Thgate),
        .Tlen	(Thlen),
        .sync	(hsync),
        .gate	(hgate),
        .done	(hdone)
    );
    wire vclk_ena = hdone & clk_ena;
    video_tim INST_VER_GEN(
        .clk	(clk),
        .ena	(vclk_ena),
        .rst_n	(rst_n),
        .Tsync	(Tvsync),
        .Tgdel	(Tvgdel),
        .Tgate	(Tvgate),
        .Tlen	(Tvlen),
        .sync	(vsync),
        .gate	(vgate),
        .done	(eof)
    );
    assign eol  = hdone;
    assign gate = hgate & vgate;
    assign blank = ~gate;
endmodule
==> flow/run.sh <==
#!/bin/bash
# OpenROAD 26Q1-2900-gdf79404cd8, Yosys 0.63+post, stock flow scripts
make -C /OpenROAD-flow-scripts/flow DESIGN_CONFIG=/design/flow/config.mk WORK_HOME=/design/flow/orfs finish
==> flow/config.mk <==
export PLATFORM = sky130hd
export DESIGN_NAME = video_pixel_gen
export DESIGN_NICKNAME = video_pixel_gen
export VERILOG_FILES = /design/flow/design.v
export SDC_FILE = /design/flow/constraint.sdc
export NUM_CORES = 4
export LEC_CHECK = 1
export CORE_UTILIZATION = 40
==> flow/constraint.sdc <==
current_design video_pixel_gen

set clk_period 6.7
set clk_io_pct 0.2

create_clock -name clk0 -period $clk_period [get_ports {clk}]

set non_clock_inputs [all_inputs -no_clocks]
set_input_delay [expr $clk_period * $clk_io_pct] -clock clk0 $non_clock_inputs
set_output_delay [expr $clk_period * $clk_io_pct] -clock clk0 [all_outputs]
==> flow_results.org <==
* Flow results

** CTS
- CTS reports a maximum clock tree buffer depth of 2.
- Latency at later pin :: 350 ps
- In the CTS report, the clock slew at the register clock pins of the worst setup and hold paths is listed as 60 ps.
- The H-tree was split into 3 levels.
- TritonCTS built the clock tree.
- Hold repair after CTS inserted 0 buffers.
- Once the clock tree was built, the resizer swapped 0 gates to a different size.
- Buffers inserted during clock tree synthesis total 9.
- Clock Tree Root :: clkbuf_16
- Post-CTS Setup Repair Bufs :: 0
- The clock net in this run drives a total of 85 sinks.

** Worst hold path
- In this run the most critical hold path is launched from INST_CLK_GEN.pclk_r.
- Along the worst hold path, the cell count comes to 1.
- In the hold report, the worst path ends at INST_CLK_GEN.pclk_r.
- Path class of the lowest-slack min-delay path :: reg -> reg

** Global route
- The initial antenna violation count came to 0.
- Vias in the first global route :: 4558
- Summed over all layers, the global routing overflow is 0.
- Total Routing Usage GR :: 20.9%
- Entering global routing, the biggest net connects 44 pins.
- The first global-routing pass estimated 21900 um of wire.

** Worst setup path
- Required time of the critical path :: 6980 ps
- STA classifies the critical path endpoint as a flip-flop.
- For the worst reg-to-reg path, the startpoint reported by OpenROAD is INST_TIMGEN.INST_VER_GEN.cnt[0].
- Data on the critical path arrives at its endpoint at 3230 ps.
- Kind of critical path :: reg -> reg
- Register-to-Register Path Depth :: 8
- Start point of the critical path :: INST_TIMGEN.INST_VER_GEN.cnt[0]
- STA lists the endpoint of the worst register-to-register path as INST_TIMGEN.INST_VER_GEN.cnt[9].
- STA classifies the critical path startpoint as a flip-flop.
- Critical Path Fanout Max :: 10
- Register-to-Register Setup Slack :: 3760 ps

** Routing
- Number of optimization iterations in the first detailed-route pass :: 5
- Residual DRC :: 0
- Ratio of routed vias to standard cells :: 5.51
- The count of nets left with antenna violations once routing finished came out at 0.
- Total via count after detailed routing :: 4883
- Antenna repair during routing inserted a diode count of 0.
- Average detailed-routed wire length per instance :: 15.0 um
- Violation count after the first detailed-routing iteration :: 271
- Total wire length after detailed routing :: 13300 um

** Power
- Clock share of power :: 46.4%
- Per the breakdown, switching nets consume 20.3% of all power.
- The power report lists cell-internal power as 877 uW.
- In this run the VDD rail shows a maximum IR drop of 0.000118 V.
- The leakage power in the latest report is 0.00254 uW.
- Looking at the power breakdown, sequential logic takes 47.0% of the total.
- In this run the power spent charging and discharging nets is 224 uW.
- The share of total power dissipated in combinational logic is 6.6%.
- The report lists the power per cell area as 166 nW/um2.

** Die
- Chip height :: 117 um
- Standard-cell row count :: 41
- In this run the full chip footprint comes out at 13600 um2.
- Fp_density :: 41.2%
- From left edge to right edge, the die measures 117 um.
- In this run the count of I/O pins placed on the die edge is 160.
- The floorplan step defined a core boundary enclosing 12700 um2.

** Synthesis
- Of all flip-flops after synthesis, the portion carrying an async set or reset was 96.5%.
- Gate count after technology mapping :: 618
- Synthesis instantiated 65 different standard cells from the library.
- Primary FF master, synth :: dfrtp_1
- In this run, synthesis produced a sequential element count of 85.
- Number of standard cells reported by yosys :: 618
- Before any placement, the netlist area is recorded as 5250 um2.
- In this run, synthesis inferred 3 flip-flops with an integrated enable.
- Warnings reported by Yosys during synthesis add up to 28.
- Share of synthesized area occupied by flip-flops and latches :: 40.9%
- Mean instance size in the synthesized netlist :: 8.49 um2
- For this run, the chip area from Yosys synthesis comes to 5250 um2.

** Place
- After detailed placement, the total cell area comes to 6340 um2.
- RePlAce ended its routability-driven mode at a weighted congestion of 0.892.
- Detailed placement finished with a half-perimeter wire length of 9290 um.
- Input and output buffers added on the ports amount to 107.

** Final timing
- Pins over their slew limit in the final report were tallied at 0.
- The worst path needs 2940 ps of the cycle, external delays included.
- The final layout reports a setup TNS of 0 ps.
- On the final layout, the worst hold slack is 410 ps.
- The slew check shows that the tightest pin keeps a relative margin of 29.0%.
- Dividing the final minimum period by the clock period gives 43.9%.
- On the final layout, the worst clock skew is 8.35 ps.
- Per the finish-stage timing summary, setup violations number 0.
- Achievable clock frequency :: 340 MHz
- Setup repair after global routing missed its margin :: no
- Counting endpoints that fail hold in the final report gives 0.
- Slew at the pin closest to its max-slew limit :: 1060 ps

** Final layout
- Post-route cell area :: 6640 um2
- In the final layout, the share of cells above drive strength 1 is 4.90%.
- Count of filler cells inserted in the layout :: 1173
- Synth-to-layout area growth :: 26.6%

** Outcome
- The flow ran to the end, and the final reports show no timing, DRC or antenna violations.

** Flow run
- Tool warnings :: 52
- Max-capacitance violation count :: 0
==> worst max path at each step <==
stage	endpoint	slack, ps	depth (start not counted)
finish	INST_TIMGEN.INST_VER_GEN.cnt[9]	3760	8
global route	INST_TIMGEN.INST_VER_GEN.cnt[14]	3550	8
CTS	INST_TIMGEN.INST_VER_GEN.cnt[9]	3740	8
==> cell families after synthesis <==
family / synth area share (%)
AOI/OAI and AO/OA: 26.8
and+or+nand+nor: 19.8
DFF: 40.9
buffers and inverters: 8.56
xor gates and xnor gates: 2.67
adders and majority gates: 0.954
other: 0.0715
muxes: 0.215
==> critical path, cell delays in order (launching register included) <==
cell     delay (ps)
dfrtp_1         400
inv_1           100
ha_1            220
or4b_4          510
or4_4           650
nor2_1          280
and2_1          420
a22o_1          220
a21o_1           80
==> layout make-up <==
type / count / area, um2 / area share [%]
Timing Repair Buffer: 117 / 1140 / 17.2
Multi-Input combinational cell: 472 / 2740 / 41.3
Clock inverter: 4 / 46.3 / 0.697
Sequential cell: 85 / 2140 / 32.3
Clock buffer: 12 / 256 / 3.86
Inverter: 25 / 93.8 / 1.41
Tap cell: 172 / 215 / 3.24
==> flip-flops by register name (all words and copies together), names as in the netlist, 5 cells and up <==
register,cells
INST_TIMGEN.INST_VER_GEN.cnt,16
INST_TIMGEN.INST_HOR_GEN.cnt,16
INST_TIMGEN.INST_VER_GEN.state,5
INST_TIMGEN.INST_VER_GEN.cnt_len,16
INST_TIMGEN.INST_HOR_GEN.cnt_len,16
INST_TIMGEN.INST_HOR_GEN.state,5
==> metal layers <==
metal / share of wire [%] / global-route usage (%) / vias to the layer above
li1: - / - / 2395
met1: 47 / 32.9 / 2303
met2: 44 / 31.9 / 170
met3: 7.2 / 3.59 / 15
met4: 1.4 / 3.08 / 0
met5: 0 / 0 / -
==> power groups by stage <==
stage	Clock, uW	Sequential (uW)	Combinational (uW)
4_1_cts	525	517	74.3
5_1_grt	548	517	79.5
6_report	511	517	72.5
==> synthesized netlist by cell type, drive strengths merged (3+ instances only) <==
cell      n  area [um2]
nor2b     4        25.0
edfxtp    3        90.1
a21boi    4        30.0
o2bb2ai   4        35.0
a32oi     6        52.6
nor3b     3        22.5
nand2b    5        31.3
a22oi    20         150
ha        4        50.1
nand2    56         210
inv      24        90.1
a22o     17         149
a221oi    4        35.0
and2     11        71.3
or4       6        48.8
a21o     18         135
a31oi     4        25.0
nand3    12        60.1
nor4b     4        35.0
nand4     7        43.8
xor2      7        61.3
a21oi    33         165
nor3     24         120
xnor2     9        78.8
nor4     18         113
clkbuf   24        90.1
dfrtp    80        2000
nor2     51         191
o211ai    4        30.0
o21ai    80         412
buf      36         265
==> stage by stage <==
step	std cells	worst slack [ps]	utilization, %	total power [uW]
floorplan	642	4020	-	538
global route	887	3550	52.2	1140
CTS	887	3740	52.2	1120
finish	887	3760	52.2	1100
global placement	871	3790	49.8	601
detailed placement	871	3770	49.8	600
==> placed cells by master, fill, tap and decap left out, types with 9 or more instances in the layout <==
| cell | instances |
|---|---|
| a21o_1 | 18 |
| a21oi_1 | 33 |
| a22o_1 | 17 |
| a22oi_1 | 20 |
| and2_1 | 10 |
| buf_4 | 11 |
| clkbuf_16 | 9 |
| clkdlybuf4s50_1 | 106 |
| conb_1 | 25 |
| dfrtp_1 | 80 |
| inv_1 | 24 |
| nand2_1 | 56 |
| nand3_1 | 12 |
| nor2_1 | 51 |
| nor3_1 | 24 |
| nor4_1 | 18 |
| o21ai_0 | 72 |
| xnor2_1 | 9 |
Power is estimated from default activity; no workload was simulated.

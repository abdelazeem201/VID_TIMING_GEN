==> /design/flow/run.sh <==
#!/bin/bash
# OpenROAD 26Q1-2900-gdf79404cd8, Yosys 0.63+post, stock flow scripts
make -C /OpenROAD-flow-scripts/flow DESIGN_CONFIG=/design/flow/config.mk WORK_HOME=/design/flow/orfs finish
==> /design/flow/config.mk <==
export PLATFORM = sky130hd
export DESIGN_NAME = ddr2_core_driver
export DESIGN_NICKNAME = ddr2_core_driver
export VERILOG_FILES = /design/flow/design.v
export SDC_FILE = /design/flow/constraint.sdc
export NUM_CORES = 4
export LEC_CHECK = 1
export CORE_UTILIZATION = 40
==> /design/flow/constraint.sdc <==
current_design ddr2_core_driver

set clk_period 3.6
set clk_io_pct 0.2

create_clock -name clk0 -period $clk_period [get_ports {clk}]

set non_clock_inputs [all_inputs -no_clocks]
set_input_delay [expr $clk_period * $clk_io_pct] -clock clk0 $non_clock_inputs
set_output_delay [expr $clk_period * $clk_io_pct] -clock clk0 [all_outputs]
==> /design/flow/design.v <==
module ddr2_core_driver #(
    parameter VDATA_NUM	= 64,
    parameter HDATA_NUM	= 4,
    parameter MAX_ROW	= 256,
    parameter MAX_COL 	= 16,
    parameter MAX_BANK 	= 4,
    parameter MAX_CHIPSEL = 0,
    parameter MIN_CHIPSEL = 0
)(
    input            	clk,
    input            	rst_n,
    input				to_ddr2_strb,
    input				to_ddr2_req,
    input	[23:0]		to_ddr2_data,
    input				from_ddr2_strb,
    output  reg [23:0] 	from_ddr2_data,
    output	reg			from_ddr2_data_valid,
    output	reg	[1:0]	buf_id,
    output  [2:0] 		local_bank_addr,
    output  [3:0] 		local_be,
    output           	local_burstbegin,
    output  [9:0] 		local_col_addr,
    output           	local_cs_addr,
    output           	local_read_req,
    output  [15:0] 		local_row_addr,
    output  [2:0] 		local_size,
    output  [31:0] 		local_wdata,
    output           	local_write_req
);
	wire    [2:0] 		LOCAL_BURST_LEN_s;
	reg					reset_address;
	reg 				burst_begin;
	wire    [4:0] 		addr_value;
	reg     [2:0] 		bank_addr;
	reg     [9:0] 		col_addr;
	reg              	cs_addr;
	reg              	full_burst_on;
	wire    [9:0] 		max_col_value;
	wire             	reached_max_address;
	reg              	read_req;
	reg     [15:0] 		row_addr;
	wire    [2:0] 		size;
	wire    [31:0] 		wdata;
	wire             	wdata_req;
	reg              	write_req;
	wire				reached_max_hcnt;
	wire				reached_buf_tail;
	reg		[9:0]		v_cnt;
	reg		[9:0]		h_cnt;
	reg					wr_rd_hit;
	reg     [2:0] state;
	localparam	IDLE	= 3'd0;
	localparam	WRITE	= 3'd1;
	localparam	READ	= 3'd2;
	assign max_col_value = ((addr_value == 2) == 0)? MAX_COL : (MAX_COL + 2);
	assign reached_max_address = ((col_addr == (max_col_value)) & (row_addr == MAX_ROW) & (bank_addr == MAX_BANK) & (cs_addr == MAX_CHIPSEL));
	assign addr_value = ((write_req & ~full_burst_on) == 0)? 4 : 2;
	assign reached_max_hcnt = (h_cnt == (HDATA_NUM-1));
	assign reached_buf_tail = reached_max_hcnt & (v_cnt == (VDATA_NUM-1));
	assign LOCAL_BURST_LEN_s = 2;
	assign local_burstbegin = burst_begin;
	assign local_cs_addr = cs_addr;
	assign local_row_addr = row_addr;
	assign local_bank_addr = bank_addr;
	assign local_col_addr = col_addr;
	assign local_write_req = write_req;
	assign local_wdata = to_ddr2_data;
	assign local_read_req = read_req;
	assign local_be = {4{1'b1}};
	assign local_size = size;
	assign size = (full_burst_on == 0)? 1'd1 : LOCAL_BURST_LEN_s[2:0];
	always @(posedge clk)
		from_ddr2_data <= local_rdata;
	always @(posedge clk or negedge rst_n)
		if(!rst_n)
			from_ddr2_data_valid <= 1'b0;
		else
			from_ddr2_data_valid <= local_rdata_valid;
	always @(posedge clk or negedge rst_n)
    begin
		if(!rst_n)
        begin
			state 			<= IDLE;
			reset_address 	<= 1'b0;
			burst_begin 	<= 1'b0;
			write_req		<= 1'b0;
			read_req		<= 1'b0;
			full_burst_on 	<= 1'b0;
			wr_rd_hit		<= 1'b0;
		end
		else
		begin
			case(state)
			IDLE:
			begin
				reset_address <= 1'b0;
				if(to_ddr2_strb)
				begin
					full_burst_on <= 1'b0;
					state <= WRITE;
				end
				else if(from_ddr2_strb)
				begin
					burst_begin <= 1'b1;
					read_req <= 1'b1;
					full_burst_on <= 1'b1;
					state <= READ;
				end
			end
			WRITE: 
			begin
				wr_rd_hit		<= 1'b1;  
				if(reached_buf_tail)
				begin
					write_req <= 1'b0;
                    state <= IDLE; 
				end
				else if(to_ddr2_req)
					write_req <= 1'b1;
                else if(write_req & local_ready)
				begin
					if(reached_max_address)
                    begin
						reset_address <= 1'b1;
						write_req <= 1'b0;
                        state <= IDLE; 
					end
					else
					begin
						burst_begin <= 1'b1;
						write_req <= 1'b0;
					end
				end
				else
				begin
					burst_begin <= 1'b0;
					write_req <= 1'b0;
				end
			end
			READ:
			begin
				wr_rd_hit		<= 1'b0;  
				if(!local_ready)
                begin
					read_req <= 1'b1;
                    burst_begin <= 1'b0;
                end
                else if(local_ready & read_req)
				begin
					if (reached_max_address | reached_max_hcnt)
                    begin
						read_req <= 1'b0;
                        burst_begin <= 1'b0;
                        state <= 5'd8;
                     end
                     else 
                     begin
						read_req <= 1'b1;
                        burst_begin <= 1'b1;
                     end
				end
			end
			endcase
		end
	end
	always @(posedge clk or negedge rst_n)
    begin
		if(!rst_n)
        begin
			cs_addr <= 0;
			bank_addr <= 0;
			row_addr <= 0;
			col_addr <= 0;
        end
		else if(reset_address)
        begin
			cs_addr <= MIN_CHIPSEL;
			row_addr <= 0;
			bank_addr <= 0;
			col_addr <= 0;
        end
		else if((local_ready & write_req) | (local_ready & read_req ))
		begin
			if(col_addr >= max_col_value)
            begin
				col_addr <= 0;
				if(row_addr == MAX_ROW)
                begin
					row_addr <= 0;
					if(bank_addr == MAX_BANK)
                    begin
						bank_addr <= 0;
						if(cs_addr == MAX_CHIPSEL)
							cs_addr <= MIN_CHIPSEL;
						else 
							cs_addr <= cs_addr + 1'b1;
                    end
					else 
						bank_addr <= bank_addr + 1'b1;
                end
				else 
					row_addr <= row_addr + 1'b1;
			end
			else 
				col_addr <= col_addr + addr_value;
		end
	end
	always @(posedge clk or negedge rst_n)
		if(!rst_n)	
			h_cnt <= 10'd0;
		else if(reached_max_hcnt)
			h_cnt <= 10'd0;
		else if((wr_rd_hit & local_ready & write_req) | (~wr_rd_hit & local_rdata_valid))
			h_cnt <= h_cnt + 1'b1;
	always @(posedge clk or negedge rst_n)
		if(!rst_n)	
			v_cnt <= 10'd0;
		else if(reached_buf_tail)
			v_cnt <= 10'd0;
		else if(reached_max_hcnt)
			v_cnt <= v_cnt + 1'b1;			
endmodule	
==> results.sh <==
# flow metrics
export IMPL_grt_ovfl_total=0
export IMPL_p_leak_nw=1.39
export IMPL_avgRoutedWirePerCell_um=11.4
export IMPL_fp_util_pct=42.6
export IMPL_netlist_area_um2=2580
export IMPL_clockBufferDepth=2
export IMPL_finalCriticalPeriod_ns=2.29
export IMPL_final_antenna_net_count=0
export IMPL_end_kind="flop"
export IMPL_drc=0
export IMPL_top_area_share_pct=53.3
export IMPL_hold_viol_final=0
export IMPL_area_delta_synth_final_pct=5.96
export IMPL_top_cells_by_count="67 x buf_4, 55 x dfrtp_1, 24 x nor2b_1"
export IMPL_grt_max_degree=31
export IMPL_vias=1345
export IMPL_setup_viol=0
export IMPL_max_clock_freq_ghz=0.436
export IMPL_most_common_cell="buf_4"
export IMPL_grt_pass1_wl_um=5890
export IMPL_fill_cells=555
export IMPL_p_per_area_nw_per_um2=361
export IMPL_peakVddDrop_mv=0.212
export IMPL_hold_buffers=0
export IMPL_area_leaders="dfrtp_1 53%, buf_4 19%, nor2b_1 5.8%"
export IMPL_grt_pass1_vias=1252
export IMPL_post_place_cells=308
export IMPL_dieArea_um2=6780
export IMPL_syn_inst=233
export IMPL_critPathMaxStageDelay_ns=0.57
export IMPL_io_buffer_count=37
export IMPL_yosysCellCount=233
export IMPL_slew_headroom_pct=60.0
export IMPL_path_cells="or4_4, or3_1, nor4_4, o21ba_1"
export IMPL_placed_cell_area_um2=2650
export IMPL_hold_path_class="flop to flop"
export IMPL_required_ns=3.80
export IMPL_num_antenna_cells=0
export IMPL_period_used_pct=63.7
export IMPL_drv_cap=0
export IMPL_finClkSkew_ns=0.00367
export IMPL_synth_avg_cell_area_um2=11.1
export IMPL_finalSetupTns_ns=0
export IMPL_fin_area_um2=2740
export IMPL_ioPinCount=128
export IMPL_gp_congestion=0.743
export IMPL_path_clk_slew_ns=0.10
export IMPL_ys_ff=56
export IMPL_grt_usage_pct=11.7
export IMPL_total_power_mw=0.989
export IMPL_synth_edff_count=0
export IMPL_path_max_fanout=10
export IMPL_drt_iter0_drc=73
export IMPL_die_h_um=82.4
export IMPL_post_cts_buffers=0
export IMPL_synthFlopType="dfrtp_1"
export IMPL_ys_seq_share_pct=54.3
export IMPL_drive_gt1_share_pct=9.13
export IMPL_insertion_delay_ns=0.30
export IMPL_ys_async_sr_fraction_pct=100
export IMPL_rows=28
export IMPL_finalWirelength_um=3610
export IMPL_cts_tree="yes"
export IMPL_viasPerCell=4.26
export IMPL_yosysWarnings=9
export IMPL_worst_pin_slew_ns=0.596
export IMPL_cts_sinks=56
export IMPL_top_area_cell="dfrtp_1"
export IMPL_coreArea_um2=6060
export IMPL_final_max_slew_viol_count=0
export IMPL_crit_path_top_delay_cell="or3_1"
export IMPL_grt_setup_unrepaired="false"
export IMPL_cts_buffers=5
export IMPL_antenna_found_initial=0
export IMPL_crit_type="flop to flop"
export IMPL_cp_start_kind="flop"
export IMPL_drt_pass1_iterations=4
export IMPL_warning_count=26
export IMPL_htree_levels=2
export IMPL_hpwl_um=2450
export IMPL_yosysUniqueCellTypes=39
export IMPL_cts_root_buf="clkbuf_8"
export IMPL_cts_resized=0
export IMPL_chipWidth_um=82.4
export IMPL_crit_arrival_ns=2.50
export IMPL_fin_cells=316
export IMPL_status="finished, final reports clean"
export IMPL_yosys_stat_area_um2=2580
## cell type report
type	count	area (µm²)	share of cell area (%)
Multi-Input combinational cell	131	743	27.1
Tap cell	75	93.8	3.43
Timing Repair Buffer	39	380	13.9
Inverter	7	26.3	0.960
Clock buffer	5	68.8	2.51
Clock inverter	3	22.5	0.823
Sequential cell	56	1400	51.2
## sequential cells by signal, indices dropped and copies added, names as in the netlist
register and cells:
bank_addr 3, burst_begin 1, col_addr 9, full_burst_on 1, h_cnt 10, read_req 1, reset_address 1, row_addr 16
state 3, v_cnt 10, write_req 1
## per-stage QoR
step / util (%) / setup slack [ns] / hold slack, ns
floorplan: - / 1.53 / 0.404
global placement: 43.7 / 1.35 / 0.359
detailed placement: 43.7 / 1.32 / 0.361
CTS: 45.2 / 1.31 / 0.385
global route: 45.2 / 1.21 / 0.395
finish: 45.2 / 1.31 / 0.378
## critical path: cells and delay by family (launching register included)
kind / cells / cell delay, ns
flops: 1 / 0.39
simple gates: 3 / 1.60
compound gates: 1 / 0.21
## path summary, 6_finish.rpt
check	from	end	slack (ns)	depth (start not counted)
max in group asynchronous	rst_n	col_addr[5]	2.42	2
worst min-delay path	h_cnt[9]	h_cnt[9]	0.38	0
worst max register to register	h_cnt[4]	v_cnt[5]	1.31	4
worst min register to register	h_cnt[9]	h_cnt[9]	0.38	0
min in group asynchronous	rst_n	row_addr[1]	0.40	1
worst max-delay path	h_cnt[4]	v_cnt[5]	1.31	4
## cell families (layout without fill, tap and decap cells)
kind of cell,count (synthesis),in the layout,share of synthesized area [%]
compound gates,14,14,3.97
buf+inv,86,54,22.8
other cells,2,42,0.291
xor+xnor,6,6,2.03
simple gates,65,65,14.9
mux,2,2,0.823
flops,56,56,54.3
fa+ha+maj,2,2,0.968
## where the power goes
part | internal [mW] | switching [mW] | total, mW
Clock | 0.140 | 0.199 | 0.339
Sequential | 0.629 | 0.000339 | 0.629
Combinational | 0.00631 | 0.0148 | 0.0211
Total | 0.775 | 0.214 | 0.989
## routing by layer
| metal | up-vias | track usage (%) | wire (µm) |
|---|---|---|---|
| li1 | 639 | - | - |
| met1 | 650 | 19.1 | 1700 |
| met2 | 49 | 16.7 | 1610 |
| met3 | 7 | 2.79 | 230 |
| met4 | 0 | 2.28 | 69 |
| met5 | - | 0 | 0 |
## cell usage in the layout, fill, tap and decap left out, types with 2 or more instances in the layout
master / instances
dfrtp_1: 55
conb_1: 42
clkdlybuf4s50_1: 36
nor2b_1: 24
nand2_1: 9
nor2_1: 8
inv_1: 7
clkbuf_8: 5
nand3_1: 4
nor4_1: 4
xnor2_1: 4
nor3_1: 3
nand2b_1: 3
o21ai_0: 3
and2_2: 2
xor2_1: 2
a21o_1: 2
a21oi_1: 2
ha_1: 2
buf_4: 2
Power figures rest on the tool's default switching activity, not on a simulated workload.
